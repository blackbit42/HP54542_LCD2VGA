--- ./constraint.sdc ---
current_design HP54542C_LCD2VGA

set clk_period 6.4
set clk_io_pct 0.2

create_clock -name clk0 -period $clk_period [get_ports {iw_clk}]

set non_clock_inputs [all_inputs -no_clocks]
set_input_delay [expr $clk_period * $clk_io_pct] -clock clk0 $non_clock_inputs
set_output_delay [expr $clk_period * $clk_io_pct] -clock clk0 [all_outputs]
--- ./config.mk ---
export PLATFORM = sky130hd
export DESIGN_NAME = HP54542C_LCD2VGA
export DESIGN_NICKNAME = HP54542C_LCD2VGA
export VERILOG_FILES = /design/flow/design.v
export SDC_FILE = /design/flow/constraint.sdc
export NUM_CORES = 4
export LEC_CHECK = 1
export CORE_UTILIZATION = 40
--- ./run.sh ---
#!/bin/bash
# OpenROAD 26Q1-2900-gdf79404cd8, Yosys 0.63+post, stock flow scripts
make -C /OpenROAD-flow-scripts/flow DESIGN_CONFIG=/design/flow/config.mk WORK_HOME=/design/flow/orfs finish
--- ./design.v ---
`default_nettype none
module HP54542C_LCD2VGA(
	input wire iw_clk,
	input wire iw_sync,
	input wire iw_r0,
	input wire iw_g0,
	input wire iw_b0,
	output wire ow_r0,
	output wire ow_g0,
	output wire ow_b0,
	output wire ow_hsync,
	output wire ow_vsync,
	output wire led_r,
	output wire led_g,
	output wire led_b
);
localparam p_hpixels_active = 640 - 1;
localparam p_vga_hfp = 16;
localparam p_vga_hsp = 96;
localparam p_vga_hbp = 48;
localparam p_vga_hpixels = p_hpixels_active + p_vga_hfp + p_vga_hsp + p_vga_hbp;  
localparam p_vpixels_active = 480 - 1;
localparam p_vga_vfp = 10;
localparam p_vga_vsp = 2;
localparam p_vga_vbp = 33;
localparam p_vga_vpixels = p_vpixels_active + p_vga_vfp + p_vga_vsp + p_vga_vbp;  
reg r_found_start = 1;
reg reset = 0;
reg [31:0] r32_clk_counter = 32'b0;
reg [31:0] r32_last_sync_pulse = 32'b0;
reg [9:0] hpos = 10'b0;
reg [9:0] vpos = 10'b0;
assign led_r = 1;
assign led_g = 1;
assign led_b = r_found_start;
assign ow_r0 = (hpos < p_hpixels_active) && (vpos < p_vpixels_active) && r_found_start ? iw_r0 : 0;
assign ow_g0 = (hpos < p_hpixels_active) && (vpos < p_vpixels_active) && r_found_start ? iw_g0 : 0;
assign ow_b0 = (hpos < p_hpixels_active) && (vpos < p_vpixels_active) && r_found_start ? iw_b0 : 0;
assign ow_hsync = !((hpos > (p_hpixels_active + p_vga_hfp)) && (hpos < (p_hpixels_active + p_vga_hfp + p_vga_hsp)));
assign ow_vsync = !((vpos > (p_vpixels_active + p_vga_vfp)) && (vpos < (p_vpixels_active + p_vga_vfp + p_vga_vsp)));
always @(posedge iw_clk)
begin
	r32_clk_counter <= reset ? 0 : r32_clk_counter + 1;
	if (reset)
	begin
		hpos <= 0;
		vpos <= 0;
		reset <= 0;
	end
	else if (hpos < p_vga_hpixels)
		hpos <= hpos + 1'b1;
	else
	begin
		hpos <= 0;
		if (vpos < p_vga_vpixels)
			vpos <= vpos + 1'b1;
		else
			vpos <= 0;
	end
	if (iw_sync)
		r32_last_sync_pulse <= 0;
	else
		r32_last_sync_pulse <= r32_last_sync_pulse + 1;
		if (r32_last_sync_pulse == (p_vga_hpixels) * ((p_vga_vfp + p_vga_vsp + p_vga_vbp - 1)) + 1003)  
		begin
			reset <= 1;
			if (!r_found_start)
				r_found_start <= 0;
		end
end
endmodule
==> qor.yml <==
ys_chip_area_mm2: 0.00262
synth_flop_type: "dfxtp_1"
core_mm2: 0.00635
antenna_found_initial: 0
first_pass_grt_wire_length_um: 8760
crit_chain: "inv_1, ha_1, or4_1, or4_1, clkdlybuf4s50_1"
h-tree-depth: 2
worst-path-max-fanout: 6
synth.area.top_cells: "dfxtp_1 40%, a21oi_1 5.2%, or4_1 5.2%"
post-synth-top-area-fraction: 0.405
layout_top_cells: "53 x dfxtp_1, 28 x nor2_1, 27 x a21oi_1"
die_w_um: 82.9
drtAntennaViolNets: 0
cellPowerDensity_mw_per_mm2: 187
number_of_enable_flip_flop_cells: 0
grt_max_degree: 33
achievable-frequency_ghz: 0.274
clk_transition_reported_paths_ns: 0.09
worst_slew_margin_rel: 0.581
status: "finished, final reports clean"
synth-warning-count: 1
cp.required_ns: 5.12
drive_above_1_share: 0.0583
synth_sequential_area_ratio: 0.405
n_antenna_cell: 0
openroad.warnings: 27
post_synth_num_cell_types: 47
first_global_vias: 1924
port_buffers: 9
worst_hold_path_type: "reg2reg"
final-setup-viol-count: 0
cts_tree: "yes"
setup.worst_path.class: "reg2out"
worstSetupEndpointType: "output pin"
largest_stage_delay_on_the_critical_path_ns: 0.48
worst_path_most_repeated_cell: "or4_1"
track_usage: 0.153
postSynth.asyncResetShare: 0
floorplan.die_area_mm2: 0.00688
mappedNetlistArea_mm2: 0.00262
drt-initial-drc-count: 65
post_cts_buffers: 0
syn_avg_cell_area_um2: 8.73
clk_root_buffer_cell: "clkbuf_8"
setup_repair_after_global_routing_missed_its_margin: "no"
timing.final.crit_period_ns: 3.64
yosys_register_bits: 53
gpl.final_weighted_congestion: 0.875
final_layout_top_logic_cell: "dfxtp_1"
ios: 13
slew_viol_final: 0
total_buffers_and_inverters_traversed_by_the_critical_path: 2
floorplanUtilization: 0.413
num_rows: 29
finalClockSkew_ns: 0.00677
area_growth_syn_to_layout_pct: 8.79
drcViolationCount: 0
grt-ovfl-total: 0
post-dp-hpwl_um: 3370
total_wire_length_after_detailed_routing_um: 4960
ctsLongestPathBuffers: 2
timing.critical_path.slowest_stage_cell: "or4_1"
via_per_inst: 5.59
setup_ws_ns: 2.76
static-leakage-power_nw: 0.960
die_height_um: 82.9
clock_insertion_delay_worst_skew_ns: 0.30
placement.setup.worst_slack_ns: 2.83
filler_cell_count: 610
drt_pass1_iterations: 4
cts_made_buffers: 5
timing.final.hold_violations: 0
cts-hold-fix-buffers: 0
totalNegativeSetupSlack_ns: 0
cpLargestDelayFamily: "simple AND/OR/NAND/NOR gates"
arrival_time_at_the_worst_endpoint_ns: 2.36
synth_cells: 300
final_min_period_over_clock_period: 0.569
yosys_stat_cell_total: 300
routedWlPerCell_um: 12.8
max_cap_violations: 0
vdd.ir_drop.worst_mv: 0.0908
cts.sinks: 53
via_count: 2157
synthDominantAreaCellType: "dfxtp_1"
worstSetupStartpointType: "register"
worst-slew-pin-transition_ns: 0.612
post_cts_resized: 0
[metal layers]
layer / global-route usage / share of wire
met1: 0.231 / 0.52
met4: 0.0157 / 0.0048
met3: 0.0242 / 0.030
met5: 0 / 0
met2: 0.247 / 0.45
[final timing paths]
kind / start / endpoint / slack [ns] / depth (start not counted)
worst max-delay path: vpos[1] / ow_vsync / 2.76 / 5
worst max register to register: r32_last_sync_pulse[16] / r32_last_sync_pulse[31] / 4.42 / 4
worst min-delay path: hpos[0] / hpos[0] / 0.47 / 1
worst min register to register: hpos[0] / hpos[0] / 0.47 / 1
[synth_stat cells, types with 2 or more instances]
cell,number
a21oi_1,27
and2_1,8
and3_1,3
and4_1,4
buf_4,3
clkbuf_1,5
dfxtp_1,53
ha_1,5
inv_1,7
nand2_1,17
nand3_1,19
nand3b_1,2
nand4_1,9
nand4_2,2
nor2_1,28
nor2b_1,2
nor3_1,6
nor4_1,9
o21ai_0,8
o31ai_1,14
or3_1,7
or4_1,18
xnor2_1,13
xor2_1,8
[through the flow]
stage | util | power (mW) | hold slack, ns | instances | instance area [um2]
3_5_place_dp | 0.435 | 0.351 | 0.459 | 379 | 2760
5_1_grt | 0.449 | 0.557 | 0.500 | 386 | 2850
3_3_place_gp | 0.435 | 0.351 | 0.444 | 379 | 2760
4_1_cts | 0.449 | 0.545 | 0.481 | 386 | 2850
6_report | 0.449 | 0.532 | 0.473 | 386 | 2850
2_1_floorplan | - | 0.347 | 0.430 | 302 | 2630
[cells by family (layout without fill, tap and decap cells)]
logic type | count (synthesis) | in the layout | share of synthesized area
buf+inv | 17 | 24 | 0.0320
fa+ha+maj | 5 | 5 | 0.0239
simple gates | 143 | 143 | 0.323
xor+xnor | 21 | 21 | 0.0702
flops | 53 | 53 | 0.405
other cells | 1 | 3 | 0.00143
compound gates | 60 | 60 | 0.144
[final cells by class]
class	instances	area, um2	area share
clock buffers	7	86.3	0.0303
flip-flops and latches	53	1060	0.372
inverters	7	26.3	0.00922
multi-input cells	232	1480	0.520
well taps	77	96.3	0.0338
repair buffers	10	97.6	0.0342
[sequential cells by signal (all words and copies together), names as in the netlist]
register / cells
vpos: 10
hpos: 10
r32_last_sync_pulse: 32
reset: 1
[report_power, final]
group	switching (mW)	total, mW	internal (mW)	leakage (nW)
clock network	0.102	0.188	0.0861	0.0443
logic	0.00468	0.0107	0.00601	0.487
registers	0.00186	0.333	0.331	0.429
total	0.109	0.532	0.423	0.960
Power figures rest on the tool's default switching activity, not on a simulated workload.
